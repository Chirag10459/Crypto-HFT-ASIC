--- flow/design.v ---
`timescale 1ns/1ps
module crypto_hft_asic_top (
    input wire clk_core,             
    input wire clk_net,              
    input wire rst_n,
    input wire [63:0] net_rx_data,
    input wire net_rx_valid,
    output wire [63:0] net_tx_data,
    output wire net_tx_valid,
    output wire [31:0] network_latency,
    output wire [31:0] total_latency,
    output wire [31:0] trades_executed,
    output wire system_active
);
wire [63:0] btc_price_internal;
wire [63:0] eth_price_internal;  
wire price_update_internal;
wire trade_trigger_internal;
wire [63:0] trade_price_internal;
network_interface net_if (
    .clk_156mhz(clk_net),
    .clk_core(clk_core), 
    .rst_n(rst_n),
    .rx_data(net_rx_data),
    .rx_valid(net_rx_valid),
    .tx_data(net_tx_data),
    .tx_valid(net_tx_valid),
    .btc_price(btc_price_internal),
    .eth_price(eth_price_internal),
    .price_update(price_update_internal),
    .trade_trigger(trade_trigger_internal),
    .trade_price(trade_price_internal),
    .network_latency(network_latency),
    .total_packets(trades_executed)
);
crypto_trading_core trading_engine (
    .clk(clk_core),
    .rst_n(rst_n),
    .btc_price(btc_price_internal),
    .eth_price(eth_price_internal),
    .trade_trigger(trade_trigger_internal),
    .trade_price(trade_price_internal)
);
assign total_latency = network_latency + 32'd1;  
assign system_active = price_update_internal;
endmodule
`timescale 1ns/1ps
module crypto_trading_core (
    input wire clk,
    input wire rst_n,
    input wire [63:0] btc_price,
    input wire [63:0] eth_price,
    output reg trade_trigger,
    output reg [63:0] trade_price
);
always @(posedge clk or negedge rst_n) begin
    if (!rst_n) begin
        trade_trigger <= 1'b0;
        trade_price <= 64'h0;
    end else begin
        if (btc_price > (eth_price << 4)) begin   
            trade_trigger <= 1'b1;
            trade_price <= eth_price;
        end else begin
            trade_trigger <= 1'b0;
        end
    end
end
endmodule
`timescale 1ns/1ps
module network_interface (
    input wire clk_156mhz,
    input wire clk_core,
    input wire rst_n,
    input wire [63:0] rx_data,
    input wire rx_valid,
    output reg [63:0] tx_data,
    output reg tx_valid,
    output reg [63:0] btc_price,
    output reg [63:0] eth_price,
    output reg price_update,
    input wire trade_trigger,
    input wire [63:0] trade_price,
    output reg [31:0] network_latency,
    output reg [31:0] total_packets
);
reg [4:0] rx_state;
reg [63:0] last_btc_price;
reg [63:0] last_eth_price;
integer latency_counter;
always @(posedge clk_156mhz or negedge rst_n) begin
    if (!rst_n) begin
        btc_price <= 64'h0;
        eth_price <= 64'h0;
        price_update <= 1'b0;
        tx_valid <= 1'b0;
        last_btc_price <= 64'h0;
        last_eth_price <= 64'h0;
        latency_counter <= 0;
        network_latency <= 0;
        total_packets <= 0;
    end else begin
        price_update <= 1'b0;
        tx_valid <= 1'b0;
        latency_counter <= latency_counter + 1;
        if (rx_valid) begin
            btc_price <= {rx_data[63:32], 32'h0};
            eth_price <= {rx_data[31:0], 32'h0};
            price_update <= 1'b1;
            total_packets <= total_packets + 1;
            latency_counter <= 0;
        end
        if (trade_trigger) begin
            tx_data <= {32'hDEADBEEF, trade_price[31:0]};
            tx_valid <= 1'b1;
        end
        network_latency <= latency_counter;
    end
end
endmodule
--- flow/run.sh ---
#!/bin/bash
# OpenROAD 26Q1-2900-gdf79404cd8, Yosys 0.63+post, stock flow scripts
make -C /OpenROAD-flow-scripts/flow DESIGN_CONFIG=/design/flow/config.mk WORK_HOME=/design/flow/orfs finish
--- flow/config.mk ---
export PLATFORM = sky130hd
export DESIGN_NAME = crypto_hft_asic_top
export DESIGN_NICKNAME = crypto_hft_asic_top
export VERILOG_FILES = /design/flow/design.v
export SDC_FILE = /design/flow/constraint.sdc
export NUM_CORES = 4
export LEC_CHECK = 1
export CORE_UTILIZATION = 50
--- flow/constraint.sdc ---
current_design crypto_hft_asic_top

set clk_period 8.8
set clk_io_pct 0.2

create_clock -name clk0 -period $clk_period [get_ports {clk_core}]
create_clock -name clk1 -period $clk_period [get_ports {clk_net}]

set non_clock_inputs [all_inputs -no_clocks]
set_input_delay [expr $clk_period * $clk_io_pct] -clock clk0 $non_clock_inputs
set_output_delay [expr $clk_period * $clk_io_pct] -clock clk0 [all_outputs]
==> run summary <==
Results of an implementation run.

The flow ran to the end, and the final reports show no timing, DRC or antenna violations. STA shows the worst reg2reg path with a cell count of 6. The kind of end point of the critical path is an output port.

After technology mapping, the gate count stands at 722. For the final database, setup skew stands at between 3 and 4 ps. The number of global-route vias before repair was 5020. Yosys shows that the main logic family after synthesis is simple AND/OR/NAND/NOR gates.

The number of distinct library cells after synthesis is 40. The number of hold violations in the final report is 0. Across the VDD grid, the largest voltage drop is 0.130 mV. Measured along the x axis, the die boundary spans around 130 µm. The largest fanout on the critical path is 5. The number of max-slew violations in the final report is 0.

The clock tree synthesis step divided the H-tree into 4 levels. The leakage power in the latest report is around 4.4 nW. The final report lists a non-filler cell total of around 1100. The share of post-route cells with drive strength above 1 is roughly 8.6%. The cell area after technology mapping is around 0.0078 mm². Once detail routing completed, the nets flagged for antenna violations numbered 0. The number of setup buffers added after CTS is 0. The count of fill cells added during filler insertion is 1099. The first global-routing pass estimated ~25000 µm of wire.

Per the detail_route report, routed wire per instance is ~13 µm. The script computed a power per unit cell area of approximately 180 mW/mm². By instance count, the leading cell after synthesis is sky130_fd_sc_hd__dfrtp_1. The startpoint of the worst-slack reg-to-reg timing path is net_if.btc_price[49]. The number of buffers created by CTS is 17. Per Yosys stat, the portion of area used by sequential elements is about half. For the pin with the worst max-slew slack, the measured transition is 732 ps. The end-of-flow core utilization is between 60% and 70%. Yosys mapped a number of flops with a built-in enable equal to 0. The Yosys step of the flow raised 2 warnings. The placement row count is around 45. The final report gives the standard cell area, fillers excluded, as slightly below 0.01 mm².

The initial antenna violation count is 0. Yosys stat counts 722 cells in the synthesized netlist. The global-route usage over all layers is about a fifth. The critical register-to-register path endpoint is trading_engine.trade_trigger. The number of DRC violations after detailed routing is 0. The setup violation total in the final timing report is 0.

According to the I/O placement log, the pin count is approximately 230. 0 antenna diodes ended up in the layout. The cell accounting for the most synthesized area is sky130_fd_sc_hd__dfrtp_1. The routed layout has ~5400 vias.

Counting tap cells, the placed design contains a total of 1051 instances. By startpoint and endpoint, the worst setup path is classified as reg2out. The endpoint of the worst hold path is reported as net_if.network_latency[31].

The worst slew margin relative to its limit is roughly half. After floorplanning, the die was sized to cover between 0.015 and 0.02 mm². Input and output buffers added on the ports amount to between 150 and 200. The clock transition time at the flip-flop clock pins of the worst setup and hold paths is about 60 ps.

The tightest min-delay check is of the reg2reg type. The number of design-rule violations left by the first detailed-router iteration is around 200. OpenSTA, run right after detailed placement, puts the worst setup slack at a little under 5000 ps. The number of warnings the tools reported is 32. The launch point of the worst min-delay path is recorded as net_if.latency_counter[31]. Per the synthesis report, the AND-OR/OR-AND share of the synthesized area is ~4.4%.

Between the synthesized netlist and the finished layout, the area growth was recorded as 27.6%. The fraction of registers with async set/reset is approximately 100%. The max-capacitance violation count is 0. Setup repair after global routing left no endpoint under its margin. Post-synth the commonest register cell is sky130_fd_sc_hd__dfrtp_1.

The multiplexer share of the synthesized area is 4.94%. The starting density of the core is between 50 and 60%. The synthesis report lists the most area-consuming cells as sky130_fd_sc_hd__dfrtp_1 51%, sky130_fd_sc_hd__xnor2_1 6.8%, sky130_fd_sc_hd__buf_4 6.3%. The arrival time at the worst endpoint is 2530 ps. The TritonCTS clock tree is yes.

The maximum clock path buffer count is 2. The required time at the worst endpoint is listed as ~7000 ps. The cell-mix breakdown from Yosys lists the adder-cell area share as between 5 and 6%.

The overall die height is between 100 and 150 µm. Dividing the detail-routed via count by the number of cells gives 4.94. Per the GRT congestion report, total overflow comes to 0.

The xor and xnor fraction of the mapped netlist area is roughly 9%. The standard cell area after detailed placement is just over 0.009 mm². Per the OpenROAD floorplan log, the area of the core is roughly 0.015 mm². The quantity of gates resized following cts is 0. The HPWL after detailed placement is around 10000 µm. The wire length recorded after detailed routing is 14400 µm.

Per the synth log, the flip-flop and latch total comes to approximately 160. The post-synthesis share of cell area spent on and, or, nand and nor gates is ~16%. The area reported by Yosys stat is about 0.0078 mm². The pin count of the biggest net entering global routing is approximately 76. The reg-to-reg setup timing slack is 6500 ps. After synthesis, the most frequently instantiated cells are 159 x sky130_fd_sc_hd__dfrtp_1, 71 x sky130_fd_sc_hd__nand2_1, 65 x sky130_fd_sc_hd__buf_4. The setup slack of the critical path after layout is between 4000 and 5000 ps.

The worst setup path is launched from a register. Per the post-synthesis stats, the area per cell is 10.7 µm². The iteration count recorded for the first detailed-route pass is 4.

The total negative slack for setup checks is 0 ps. At the end of routability-driven placement, the weighted congestion stood at 0.806. The area fraction of the dominant cell type after synthesis is just over 50%. The number of instances on the worst hold path is 0. In this run the clock root is driven by a sky130_fd_sc_hd__clkbuf_16.
## metal layers
metal / share of wire, % / track usage, % / wire length [µm]
met1: 46 / 31.8 / 6670
met2: 45 / 29.1 / 6440
met5: 0 / 0 / 0
met3: 7.6 / 5.63 / 1100
met4: 1.4 / 2.20 / 196
## state kept, by name (all words and copies together) (netlist names)
signal,cells
net_if.btc_price,32
net_if.eth_price,28
net_if.latency_counter,32
net_if.network_latency,32
net_if.price_update,1
net_if.total_packets,32
net_if.tx_valid,1
trading_engine.trade_trigger,1
## cells by family (layout without fill, tap and decap cells)
kind of cell | count (synthesis) | in the layout
adder cells (fa/ha/maj) | 31 | 31
buffers and inverters | 116 | 228
AND/OR/NAND/NOR | 236 | 236
other | 2 | 64
XOR/XNOR | 82 | 82
AND-OR/OR-AND | 62 | 62
flip-flops | 159 | 159
multiplexers | 34 | 34
## final cells by class
cell class,instances,area (µm²),area share (%)
inverter,32,120,1.21
tap,188,235,2.38
sequential,159,3980,40.2
clock inverter,12,169,1.71
clock buffer,20,437,4.41
multi-input combinational,509,3320,33.6
timing repair buffer,164,1630,16.5
## how the worst max path moves through the flow
stage,start,endpoint,slack (ps),cells past startpoint
4_1_cts,net_if.network_latency[10],total_latency[26],4490,6
5_1_grt,net_if.network_latency[2],total_latency[31],4340,6
6_report,net_if.network_latency[2],total_latency[19],4510,6
## cells in the final DEF, fill, tap and decap left out, types with 2 or more instances in the layout
| master | count |
|---|---|
| sky130_fd_sc_hd__a21o_1 | 4 |
| sky130_fd_sc_hd__a21oi_1 | 15 |
| sky130_fd_sc_hd__and2_1 | 8 |
| sky130_fd_sc_hd__and3_1 | 15 |
| sky130_fd_sc_hd__and4_1 | 11 |
| sky130_fd_sc_hd__and4_4 | 3 |
| sky130_fd_sc_hd__buf_4 | 4 |
| sky130_fd_sc_hd__bufinv_16 | 4 |
| sky130_fd_sc_hd__clkbuf_1 | 3 |
| sky130_fd_sc_hd__clkbuf_16 | 17 |
| sky130_fd_sc_hd__clkdlybuf4s50_1 | 158 |
| sky130_fd_sc_hd__clkinv_2 | 5 |
| sky130_fd_sc_hd__clkinvlp_4 | 2 |
| sky130_fd_sc_hd__conb_1 | 64 |
| sky130_fd_sc_hd__dfrtp_1 | 159 |
| sky130_fd_sc_hd__ha_1 | 31 |
| sky130_fd_sc_hd__inv_1 | 32 |
| sky130_fd_sc_hd__mux2_2 | 34 |
| sky130_fd_sc_hd__nand2_1 | 71 |
| sky130_fd_sc_hd__nand2b_1 | 2 |
| sky130_fd_sc_hd__nand3_1 | 33 |
| sky130_fd_sc_hd__nand4_1 | 29 |
| sky130_fd_sc_hd__nor2_1 | 33 |
| sky130_fd_sc_hd__nor2b_1 | 5 |
| sky130_fd_sc_hd__nor3_1 | 8 |
| sky130_fd_sc_hd__nor3_2 | 2 |
| sky130_fd_sc_hd__nor4_1 | 4 |
| sky130_fd_sc_hd__o21ai_0 | 38 |
| sky130_fd_sc_hd__or3_1 | 3 |
| sky130_fd_sc_hd__or3_2 | 2 |
| sky130_fd_sc_hd__or4_1 | 3 |
| sky130_fd_sc_hd__xnor2_1 | 60 |
| sky130_fd_sc_hd__xor2_1 | 22 |
## critical path, cell delays in order (launching register included)
cell	delay [ps]
sky130_fd_sc_hd__dfrtp_1	470
sky130_fd_sc_hd__and3_1	240
sky130_fd_sc_hd__nand3_1	240
sky130_fd_sc_hd__nor2_1	380
sky130_fd_sc_hd__nand4_1	160
sky130_fd_sc_hd__xnor2_1	160
sky130_fd_sc_hd__clkdlybuf4s50_1	470
## per-stage QoR
step / hold WS [ps] / power, mW
2_1_floorplan: 331 / 0.932
3_3_place_gp: 340 / 1.02
3_5_place_dp: 337 / 1.03
4_1_cts: 393 / 1.78
5_1_grt: 419 / 1.85
6_report: 393 / 1.76
## repair_timing
action,4_1_cts,5_1_grt
hold buffers,1,0
setup endpoints to repair,0,0
endpoints found under the hold margin,1,0
## where the power goes
group	leakage [nW]	internal [mW]	total, mW	switching, mW
sequential	2.07	0.778	0.814	0.0365
clock	0.294	0.472	0.750	0.278
combinational	2.07	0.115	0.199	0.0837
Power is estimated from default activity; no workload was simulated.
