`flow/config.mk`:
```
export PLATFORM = sky130hd
export DESIGN_NAME = hft_asic_complete
export DESIGN_NICKNAME = hft_asic_complete
export VERILOG_FILES = /design/flow/design.v
export SDC_FILE = /design/flow/constraint.sdc
export NUM_CORES = 4
export LEC_CHECK = 1
export CORE_UTILIZATION = 40
```
`flow/constraint.sdc`:
```
current_design hft_asic_complete

set clk_period 25.2
set clk_io_pct 0.2

create_clock -name clk0 -period $clk_period [get_ports {clk}]
create_clock -name clk1 -period $clk_period [get_ports {spi_sclk}]

set non_clock_inputs [all_inputs -no_clocks]
set_input_delay [expr $clk_period * $clk_io_pct] -clock clk0 $non_clock_inputs
set_output_delay [expr $clk_period * $clk_io_pct] -clock clk0 [all_outputs]
```
`flow/design.v`:
```
`timescale 1ns/1ps
module hft_asic_complete (
    input wire clk,
    input wire rst_n,
    input wire spi_sclk,
    input wire spi_mosi,
    output wire spi_miso,
    input wire spi_cs_n,
    input wire [63:0] market_data,    
    input wire market_valid,
    output wire [63:0] trade_order,   
    output wire trade_valid,
    output wire trade_buy_sell,       
    output wire [7:0] execution_reason
);
wire [31:0] spi_buy_limit, spi_sell_limit, spi_buy_qty, spi_sell_qty;
wire [7:0] spi_strategy_mode;
wire [15:0] spi_strategy_params;
wire spi_config_updated;
wire [31:0] current_btc_price = market_data[63:32];
wire [31:0] current_eth_price = market_data[31:0];
wire trade_triggered;
wire [31:0] trade_price, trade_quantity;
wire trade_direction;
wire [7:0] trade_reason;
spi_interface spi_ctrl (
    .clk(clk),
    .rst_n(rst_n),
    .spi_sclk(spi_sclk),
    .spi_mosi(spi_mosi),
    .spi_miso(spi_miso),
    .spi_cs_n(spi_cs_n),
    .buy_price_limit(spi_buy_limit),
    .sell_price_limit(spi_sell_limit),
    .buy_quantity(spi_buy_qty),
    .sell_quantity(spi_sell_qty),
    .strategy_mode(spi_strategy_mode),
    .strategy_params(spi_strategy_params),
    .config_updated(spi_config_updated)
);
hybrid_trading_core trading_engine (
    .clk(clk),
    .rst_n(rst_n),
    .btc_price(current_btc_price),
    .eth_price(current_eth_price),
    .market_data_valid(market_valid),
    .host_buy_limit(spi_buy_limit),
    .host_sell_limit(spi_sell_limit),
    .host_buy_qty(spi_buy_qty),
    .host_sell_qty(spi_sell_qty),
    .strategy_mode(spi_strategy_mode),
    .strategy_params(spi_strategy_params),
    .config_updated(spi_config_updated),
    .trade_trigger(trade_triggered),
    .trade_price(trade_price),
    .trade_quantity(trade_quantity),
    .trade_direction(trade_direction),
    .trade_reason(trade_reason)
);
assign trade_order = {trade_price, trade_quantity};
assign trade_valid = trade_triggered;
assign trade_buy_sell = trade_direction;
assign execution_reason = trade_reason;
endmodule
`timescale 1ns/1ps
module hybrid_trading_core (
    input wire clk,
    input wire rst_n,
    input wire [31:0] btc_price,
    input wire [31:0] eth_price,
    input wire market_data_valid,
    input wire [31:0] host_buy_limit,
    input wire [31:0] host_sell_limit,
    input wire [31:0] host_buy_qty,
    input wire [31:0] host_sell_qty,
    input wire [7:0] strategy_mode,
    input wire [15:0] strategy_params,
    input wire config_updated,
    output reg trade_trigger,
    output reg [31:0] trade_price,
    output reg [31:0] trade_quantity,
    output reg trade_direction,
    output reg [7:0] trade_reason
);
wire builtin_trade_signal = (btc_price > (eth_price * strategy_params[15:0]));
wire host_buy_trigger = (strategy_mode[0] && market_data_valid && (btc_price <= host_buy_limit));
wire host_sell_trigger = (strategy_mode[1] && market_data_valid && (btc_price >= host_sell_limit));
always @(posedge clk or negedge rst_n) begin
    if (!rst_n) begin
        trade_trigger <= 1'b0;
        trade_price <= 32'h0;
        trade_quantity <= 32'h1;
        trade_direction <= 1'b0;
        trade_reason <= 8'h00;
    end else if (market_data_valid) begin
        if (host_buy_trigger) begin
            trade_trigger <= 1'b1;
            trade_price <= btc_price;
            trade_quantity <= host_buy_qty;
            trade_direction <= 1'b0;
            trade_reason <= 8'h10;
        end else if (host_sell_trigger) begin
            trade_trigger <= 1'b1;
            trade_price <= btc_price;
            trade_quantity <= host_sell_qty;
            trade_direction <= 1'b1;
            trade_reason <= 8'h20;
        end else if ((strategy_mode == 8'h00) && builtin_trade_signal) begin
            trade_trigger <= 1'b1;
            trade_price <= eth_price;
            trade_quantity <= 32'h1;
            trade_direction <= 1'b0;
            trade_reason <= 8'h01;
        end else begin
            trade_trigger <= 1'b0;
        end
    end else begin
        trade_trigger <= 1'b0;
    end
end
endmodule
`timescale 1ns/1ps
module spi_interface (
    input wire clk,
    input wire rst_n,
    input wire spi_sclk,
    input wire spi_mosi,
    output reg spi_miso,
    input wire spi_cs_n,
    output reg [31:0] buy_price_limit,
    output reg [31:0] sell_price_limit,  
    output reg [31:0] buy_quantity,
    output reg [31:0] sell_quantity,
    output reg [7:0] strategy_mode,
    output reg [15:0] strategy_params,
    output reg config_updated
);
reg [4:0] bit_counter;
reg [7:0] spi_addr;
reg [31:0] shift_register;
always @(posedge spi_sclk or negedge rst_n) begin
    if (!rst_n) begin
        bit_counter <= 5'd0;
        shift_register <= 32'h0;
    end else if (!spi_cs_n) begin
        shift_register <= {shift_register[30:0], spi_mosi};
        bit_counter <= bit_counter + 1;
        if (bit_counter == 5'd7) begin
            spi_addr <= shift_register[7:0];
        end
    end
end
always @(posedge clk or negedge rst_n) begin
    if (!rst_n) begin
        buy_price_limit <= 32'h0000_A8C0;
        sell_price_limit <= 32'h0000_AF00;
        buy_quantity <= 32'h0000_0001;
        sell_quantity <= 32'h0000_0001;
        strategy_mode <= 8'h00;
        strategy_params <= 16'h0010;
        config_updated <= 1'b0;
    end else begin
        config_updated <= 1'b0;
        if (!spi_cs_n && bit_counter == 5'd31) begin
            case (spi_addr)
                8'h00: begin buy_price_limit <= shift_register; config_updated <= 1'b1; end
                8'h01: begin sell_price_limit <= shift_register; config_updated <= 1'b1; end
                8'h02: begin buy_quantity <= shift_register; config_updated <= 1'b1; end
                8'h03: begin sell_quantity <= shift_register; config_updated <= 1'b1; end
                8'h04: begin strategy_mode <= shift_register[7:0]; config_updated <= 1'b1; end
                8'h05: begin strategy_params <= shift_register[15:0]; config_updated <= 1'b1; end
            endcase
        end
    end
end
endmodule
```
`flow/run.sh`:
```
#!/bin/bash
# OpenROAD 26Q1-2900-gdf79404cd8, Yosys 0.63+post, stock flow scripts
make -C /OpenROAD-flow-scripts/flow DESIGN_CONFIG=/design/flow/config.mk WORK_HOME=/design/flow/orfs finish
```
==> flow.log <==
[flow] summary of implementation run
INFO  metric outcome = finished clean
INFO  metric die_area = 61600 sq um
INFO  metric dr_drc_count = 0
INFO  metric reg2reg_setup_slack = 15.70 ns
INFO  metric max-cap-violations = 0
INFO  metric post_synth_instance_area = 24200 sq um
INFO  metric timing.critical_path.required = 25.62 ns
INFO  metric most_common_cell = inv_1
INFO  metric slew-limit-headroom = 39.0%
INFO  metric topCellsByArea = fa_1 (25%), dfrtp_1 (25%), ha_1 (8.4%), mux2_2 (6.6%), inv_1 (6.4%)
INFO  metric tightest_slew = 0.912 ns
INFO  metric finish.utilization = 46.2%
INFO  metric top_cells_by_count = inv_1 (413), nand2_1 (389), fa_1 (304), dfrtp_1 (242), ha_1 (163)
INFO  metric via_count = 17000
INFO  metric routedWlPerCell = 18.9 microns
INFO  metric yosys.stat.seqShare = 27.6%
INFO  metric die_height = 248 microns
INFO  metric critical_path.max_stage_delay = 0.90 ns
INFO  metric post_synth_tally_of_flip_flops_with_integrated_enable = 8
INFO  metric regToRegEndpoint = trading_engine.trade_quantity[31]
INFO  metric synthDominantCellAreaShare = 25.1%
INFO  metric critPathCaptureType = register
INFO  metric instances_no_fill = 3353
INFO  metric initial_utilization = 40.7%
INFO  metric numPlacedInstances = 3299
INFO  metric pin_count = 145
INFO  metric post_route_cells_drive_above_1_share = 10.2%
INFO  metric clock_sinks = 265
INFO  metric antenna_found_initial = 3
INFO  metric first_global_vias = 18200
INFO  metric first_pass_grt_wire_length = 103000 microns
INFO  metric power.density = 40.0 nW/um^2
INFO  metric static-leakage-power = 13.2 nW
INFO  metric synth_cells = 2452
INFO  metric synthDominantAreaCellType = fa_1
INFO  metric hold_buffers = 0
INFO  metric antenna-diode-count = 0
INFO  metric totalNegativeSetupSlack = 0 ns
INFO  metric synth.yosys.num_cells = 2452
INFO  metric grtUsageTotal = 23.1%
INFO  metric drt_wl_total = 63400 microns
INFO  metric floorplan.core_area = 59500 sq um
INFO  metric path_clk_slew = 0.06 ns
INFO  metric avgSynthCellArea = 9.88 sq um
INFO  metric timing.hold.worst.class = register to register
INFO  metric worst_hold_path.num_cells = 2
INFO  metric final.hold.worst_slack = 0.326 ns
INFO  metric async_flop_share = 97.0%
INFO  metric port_buffers = 137
INFO  metric detail_route.vias_per_cell = 5.06
INFO  metric worstReg2RegStart = spi_ctrl.strategy_params[8]
INFO  metric dp_hpwl = 46500 microns
INFO  metric post-cts-setup-buffers = 0
INFO  metric yosysWarnings = 3
INFO  metric critPathArrivalTime = 14.37 ns
INFO  metric gp_routability_congestion = 0.898
INFO  metric synthToLayoutAreaGrowth = 13.3%
INFO  metric critical_path.most_common_cell = fa_1
INFO  metric synth.distinct_cells = 64
INFO  metric r2r.worst_path.cells = 31
INFO  metric worst_hold_path.endpoint = spi_ctrl.buy_price_limit[16]
INFO  metric hold_start = spi_ctrl.shift_register[16]
INFO  metric fin_worst_skew = 0.0242 ns
INFO  metric final_hold_viol_count = 0
INFO  metric antenna_left = 0
INFO  metric log.warning_count = 26
INFO  metric globalRouteOverflowTotal = 0
INFO  metric cts_tree = built
INFO  metric maximum_number_of_pins_on_one_net_before_global_route_repair = 99
INFO  metric critPathSlowestCell = clkdlybuf4s50_1
INFO  metric yosys_area = 24200 sq um
INFO  metric peakVddDrop = 46.4 uV
INFO  metric die_w = 248 microns
INFO  metric worst-path-max-fanout = 35
INFO  metric cts-resized-gates = 0
INFO  metric drv_slew = 0
INFO  metric first_iter_violations = 859
INFO  metric setup-violations-final = 0
INFO  metric yosys_most_used_dff = dfrtp_1
INFO  metric critPathKind = primary input to register
INFO  metric worstSetupStartpointType = primary input
INFO  metric rsz0062_at_grt = false
INFO  metric synth_flop_count = 265
INFO  metric drt_pass1_iterations = 5
INFO  metric rows = 89
-- metal layers --
metal / track usage [%] / vias to the layer above / wire, microns
li1: - / 7922 / -
met1: 33.4 / 8395 / 27100
met2: 33.6 / 567 / 27900
met3: 10.0 / 87 / 6740
met4: 4.43 / 8 / 1510
met5: 1.19 / - / 136
-- registers in the layout, summed over array words and instances (netlist names) --
register and count:
spi_ctrl.buy_quantity 32, trading_engine.trade_price 32, spi_ctrl.strategy_mode 8, spi_ctrl.spi_addr 8, spi_ctrl.strategy_params 16, trading_engine.trade_reason 3
spi_ctrl.bit_counter 5, spi_ctrl.shift_register 32, spi_ctrl.buy_price_limit 32, spi_ctrl.sell_price_limit 32, trading_engine.trade_trigger 1, spi_ctrl.sell_quantity 32
trading_engine.trade_quantity 32
-- through the flow --
step	cell area (sq um)	total power [mW]	setup slack, ns
2_1_floorplan	24200	0.567	12.79
3_3_place_gp	26500	0.660	10.95
3_5_place_dp	26500	0.664	10.85
4_1_cts	27400	1.11	11.34
5_1_grt	27400	1.15	10.72
6_report	27400	1.10	11.25
-- worst max-delay path by stage --
stage | from | slack (ns) | cells past startpoint | to
finish | market_data[9] | 11.25 | 31 | trading_engine.trade_quantity[31]
global route | market_data[9] | 10.72 | 30 | trading_engine.trade_quantity[0]
CTS | market_data[8] | 11.34 | 31 | trading_engine.trade_quantity[31]
-- final cells by class --
class / count / area (sq um)
clock buffers: 40 / 818
fillers: 5454 / 32000
flip-flops and latches: 265 / 6690
well taps: 773 / 967
clock inverters: 14 / 174
inverters: 414 / 1550
multi-input cells: 1661 / 15500
repair buffers: 186 / 1740
-- logic make-up after synthesis --
family          after synthesis  synth area share, %
flops                       265                 27.6
fa+ha+maj                   467                 33.5
buf+inv                     531                 8.56
other cells                   1               0.0155
xor+xnor                     58                 2.10
simple gates                663                 12.4
compound gates              280                 7.30
mux                         187                 8.53
-- worst max-delay path, delay by kind of cell --
| kind | cells | cell delay (ns) |
|---|---|---|
| compound gates | 8 | 2.06 |
| buf+inv | 7 | 1.96 |
| fa+ha+maj | 8 | 3.68 |
| xor+xnor | 1 | 0.13 |
| simple gates | 7 | 1.48 |
-- placed cells by master, fill, tap and decap left out, drive strengths merged, types with 5 or more instances in the layout --
cell	synthesis	layout
a211o	5	5
nand3	18	18
and2	134	134
xnor2	37	37
mux2	155	155
nor3	18	18
fa	304	304
o21a	5	5
xor2	21	21
buf	32	51
ha	163	163
o21ai	91	91
a211oi	9	9
mux2i	32	32
dfstp	15	15
clkdlybuf4s50	0	135
o21bai	5	5
clkinv	0	5
edfxtp	8	8
a21o	61	61
nor2	62	62
clkbuf	85	40
nand4	16	16
conb	1	6
o211ai	7	7
dfrtp	242	242
nand2	389	389
nand2b	6	6
a21oi	73	73
inv	414	417
-- power breakdown --
group          leakage (nW)  internal, mW  switching, mW  total [mW]
combinational          9.35        0.0677         0.0654       0.133
sequential             3.34         0.461         0.0608       0.522
clock                 0.477         0.261          0.181       0.442
Power is estimated from default activity; no workload was simulated.
